**design.v**
```verilog
`timescale 1ns / 1ns
module Top(
	clk,
	data_in,
	data_out,
	element,
	outmatrix
);
input clk, data_in, data_out;
input [7:0] element;
output reg [7:0] outmatrix;
reg [7:0] mem [63:0];
reg [7:0] result [63:0];
wire [7:0] wres [63:0];
wire [7:0] Wadr, Radr;
counter countin(
	.clk(clk),
	.reset(!data_in),
	.counter(Wadr)
);
counter countout(
	.clk(clk),
	.reset(!data_out),
	.counter(Radr)
);
genvar i;
generate for(i = 0; i < 6; i = i + 1) begin : first_6_sobels
	sobel Sobel(
		.clk(clk),
		.p0(mem[i]), 
		.p1(mem[i+1]), 
		.p2(mem[i+2]), 
		.p3(mem[i+8]), 
		.p4(mem[i+9]),
		.p5(mem[i+10]), 
		.p6(mem[i+16]), 
		.p7(mem[i+17]), 
		.p8(mem[i+18]), 
		.out(wres[i+9])
	);
end endgenerate
generate for(i = 8; i < 14; i = i + 1) begin : second_6_sobels
	sobel Sobel(
		.clk(clk),
		.p0(mem[i]), 
		.p1(mem[i+1]), 
		.p2(mem[i+2]), 
		.p3(mem[i+8]), 
		.p4(mem[i+9]),
		.p5(mem[i+10]), 
		.p6(mem[i+16]), 
		.p7(mem[i+17]), 
		.p8(mem[i+18]), 
		.out(wres[i+9])
	);
end endgenerate
generate for(i = 16; i < 22; i = i + 1) begin : third_6_sobels
	sobel Sobel(
		.clk(clk),
		.p0(mem[i]), 
		.p1(mem[i+1]), 
		.p2(mem[i+2]), 
		.p3(mem[i+8]), 
		.p4(mem[i+9]),
		.p5(mem[i+10]), 
		.p6(mem[i+16]), 
		.p7(mem[i+17]), 
		.p8(mem[i+18]), 
		.out(wres[i+9])
	);
end endgenerate
generate for(i = 24; i < 30; i = i + 1) begin : fourth_6_sobels
	sobel Sobel(
		.clk(clk),
		.p0(mem[i]), 
		.p1(mem[i+1]), 
		.p2(mem[i+2]), 
		.p3(mem[i+8]), 
		.p4(mem[i+9]),
		.p5(mem[i+10]), 
		.p6(mem[i+16]), 
		.p7(mem[i+17]), 
		.p8(mem[i+18]), 
		.out(wres[i+9])
	);
end endgenerate
generate for(i = 32; i < 38; i = i + 1) begin : fifth_6_sobels
	sobel Sobel(
		.clk(clk),
		.p0(mem[i]), 
		.p1(mem[i+1]), 
		.p2(mem[i+2]), 
		.p3(mem[i+8]), 
		.p4(mem[i+9]),
		.p5(mem[i+10]), 
		.p6(mem[i+16]), 
		.p7(mem[i+17]), 
		.p8(mem[i+18]), 
		.out(wres[i+9])
	);
end endgenerate
generate for(i = 40; i < 46; i = i + 1) begin : last_6_sobels
	sobel Sobel(
		.clk(clk),
		.p0(mem[i]), 
		.p1(mem[i+1]), 
		.p2(mem[i+2]), 
		.p3(mem[i+8]), 
		.p4(mem[i+9]),
		.p5(mem[i+10]), 
		.p6(mem[i+16]), 
		.p7(mem[i+17]), 
		.p8(mem[i+18]), 
		.out(wres[i+9])
	);
end endgenerate
always @(posedge clk)begin
	if(data_in)
		mem[Wadr] <= element;
	else if(data_out)
		outmatrix <= result[Radr];
end
always @(posedge clk)
begin	
	result[0] = wres[0]; result[16] = wres[16]; result[32] = wres[32]; result[48] = wres[48];
	result[1] = wres[1]; result[17] = wres[17]; result[33] = wres[33]; result[49] = wres[49];
	result[2] = wres[2]; result[18] = wres[18]; result[34] = wres[34]; result[50] = wres[50];
	result[3] = wres[3]; result[19] = wres[19]; result[35] = wres[35]; result[51] = wres[51];
	result[4] = wres[4]; result[31] = wres[31]; result[36] = wres[36]; result[52] = wres[52];
	result[5] = wres[5]; result[20] = wres[20]; result[37] = wres[37]; result[53] = wres[53];
	result[6] = wres[6]; result[21] = wres[21]; result[38] = wres[38]; result[54] = wres[54];
	result[7] = wres[7]; result[22] = wres[22]; result[39] = wres[39]; result[55] = wres[55];
	result[8] = wres[8]; result[23] = wres[23]; result[40] = wres[40]; result[56] = wres[56];
	result[9] = wres[9]; result[24] = wres[24]; result[41] = wres[41]; result[57] = wres[57];
	result[10] = wres[10]; result[25] = wres[25]; result[42] = wres[42]; result[58] = wres[58];
	result[11] = wres[11]; result[26] = wres[26]; result[43] = wres[43]; result[59] = wres[59];
	result[12] = wres[12]; result[27] = wres[27]; result[44] = wres[44]; result[60] = wres[60];
	result[13] = wres[13]; result[28] = wres[28]; result[45] = wres[45]; result[61] = wres[61];
	result[14] = wres[14]; result[29] = wres[29]; result[46] = wres[46]; result[62] = wres[62];
	result[15] = wres[15]; result[30] = wres[30]; result[47] = wres[47]; result[63] = wres[63];
end
endmodule
module counter(
	clk,
	reset,
	counter
);
input clk, reset;
output reg [7:0] counter;
always @(negedge clk) begin
	if(reset)
		counter <= 8'd0;
	else
		counter <= counter + 8'd1;
end
endmodule
module sobel( 
	clk,
	p0, 
	p1, 
	p2, 
	p3, 
	p4,
	p5, 
	p6, 
	p7, 
	p8, 
	out);
input clk;
input  [7:0] p0,p1,p2,p3,p4,p5,p6,p7,p8;	 
output [7:0] out;					 
reg [10:0] gx,gy;     
reg [10:0] abs_gx,abs_gy;	 
reg [10:0] sum;			 
always @(posedge clk) 
begin
	 gx <=((p2-p0)+((p5-p3)<<1)+(p8-p6)); 
	 gy <=((p0-p6)+((p1-p7)<<1)+(p2-p8)); 
	 abs_gx <= (gx[10]? ~gx+1 : gx);	 
	 abs_gy <= (gy[10]? ~gy+1 : gy);	 
	 sum <= (abs_gx+abs_gy);				 
end
	assign out = (|sum[10:8])?8'hff : sum[7:0];	 
endmodule
```
**run.sh**
```bash
#!/bin/bash
# OpenROAD 26Q1-2900-gdf79404cd8, Yosys 0.63+post, stock flow scripts
make -C /OpenROAD-flow-scripts/flow DESIGN_CONFIG=/design/flow/config.mk WORK_HOME=/design/flow/orfs finish
```
**config.mk**
```make
export PLATFORM = sky130hd
export DESIGN_NAME = Top
export DESIGN_NICKNAME = Top
export VERILOG_FILES = /design/flow/design.v
export SDC_FILE = /design/flow/constraint.sdc
export NUM_CORES = 4
export LEC_CHECK = 1
export CORE_UTILIZATION = 40
```
**constraint.sdc**
```tcl
current_design Top

set clk_period 6.7
set clk_io_pct 0.2

create_clock -name clk0 -period $clk_period [get_ports {clk}]

set non_clock_inputs [all_inputs -no_clocks]
set_input_delay [expr $clk_period * $clk_io_pct] -clock clk0 $non_clock_inputs
set_output_delay [expr $clk_period * $clk_io_pct] -clock clk0 [all_outputs]
```
==> metrics.txt <==
# HELP chip_impl_metric Synthesis and place-and-route metrics
# TYPE chip_impl_metric gauge
chip_impl_metric{name="clk_path_buf_depth",unit=""} 4
chip_impl_metric{name="multiInputGateArea",unit="um^2"} 100000
chip_impl_metric{name="cts.reportedPaths.clkPinSlew",unit="ns"} 0.06
chip_impl_metric{name="aoi_share",unit=""} 0.115
chip_impl_info{name="largest_register",value="mem"} 1
chip_impl_metric{name="design_area",unit="um^2"} 190000
chip_impl_info{name="path_common_cell",value="buf_4"} 1
chip_impl_metric{name="postCtsSetupBuffers",unit=""} 0
chip_impl_metric{name="route.final.wire_length",unit="mm"} 611
chip_impl_info{name="cp-start-kind",value="flip-flop"} 1
chip_impl_metric{name="drcViolationCount",unit=""} 0
chip_impl_metric{name="hold_crit_depth",unit=""} 0
chip_impl_info{name="cp-end-kind",value="flip-flop"} 1
chip_impl_metric{name="post-place-ws",unit="ns"} 0.188
chip_impl_metric{name="ys_sh_mux",unit=""} 0.000733
chip_impl_metric{name="rrSetupSlack",unit="ns"} 0.18
chip_impl_metric{name="switching_power",unit="mW"} 9.51
chip_impl_metric{name="grt_first_pass_wirelength",unit="mm"} 849
chip_impl_metric{name="placement_rows",unit=""} 238
chip_impl_info{name="netlist_logic_family_top",value="adder cells"} 1
chip_impl_metric{name="part_of_the_total_power_dissipated_in_combinational_logic",unit=""} 0.073
chip_impl_metric{name="wl_per_cell",unit="um"} 25.7
chip_impl_metric{name="ioPinCount",unit=""} 19
chip_impl_metric{name="slew_viol_final",unit=""} 0
chip_impl_metric{name="swShare",unit=""} 0.241
chip_impl_metric{name="max_slew_margin",unit=""} 0.110
chip_impl_metric{name="synthDistinctLibCells",unit=""} 77
chip_impl_metric{name="enable_flop_cells",unit=""} 520
chip_impl_metric{name="share_seq_of_total_power",unit=""} 0.469
chip_impl_metric{name="final-seq-area",unit="um^2"} 61300
chip_impl_metric{name="yosysWarnings",unit=""} 229
chip_impl_info{name="crit_chain",value="nor2_1, and3_1, buf_4, a22o_1, a221o_1, nor4_1, buf_4, a21oi_1"} 1
chip_impl_info{name="cts.root.buffer_cell",value="clkbuf_16"} 1
chip_impl_metric{name="worst_pin_slew",unit="ns"} 1.33
chip_impl_metric{name="dieArea",unit="um^2"} 425000
chip_impl_metric{name="buffer_ports.inserted",unit=""} 18
chip_impl_metric{name="power_density",unit="nW/um^2"} 208
chip_impl_metric{name="cts_hold_buffers",unit=""} 0
chip_impl_metric{name="floorplan.die.height",unit="um"} 652
chip_impl_metric{name="vias",unit=""} 121000
chip_impl_metric{name="worstPathMaxFanout",unit=""} 12
chip_impl_info{name="synthFlopType",value="dfxtp_1"} 1
chip_impl_metric{name="internal-power",unit="mW"} 30.0
chip_impl_metric{name="setup_viol_count_final",unit=""} 0
chip_impl_metric{name="ys_seq_elements",unit=""} 2800
chip_impl_metric{name="via_count_of_the_first_global_routing_pass",unit=""} 118000
chip_impl_metric{name="core-area",unit="um^2"} 420000
chip_impl_metric{name="largest_register_ffs",unit=""} 512
chip_impl_metric{name="totalNegativeSetupSlack",unit="ns"} 0
chip_impl_metric{name="placed_cell_area",unit="um^2"} 179000
chip_impl_metric{name="syn_to_final_growth",unit="%"} 12.4
chip_impl_metric{name="numCtsBuffers",unit=""} 315
chip_impl_metric{name="synth-simple-area-share",unit=""} 0.129
chip_impl_metric{name="worst-endpoint-arrival",unit="ns"} 7.21
chip_impl_metric{name="drv_cap",unit=""} 0
chip_impl_metric{name="log.warning_count",unit=""} 41
chip_impl_metric{name="report.power.total",unit="mW"} 39.5
chip_impl_metric{name="finClkSkew",unit="ns"} 0.0614
chip_impl_info{name="status",value="finished, final reports clean"} 1
chip_impl_metric{name="cts_sinks",unit=""} 2800
chip_impl_metric{name="synthArstFlopShare",unit=""} 0
chip_impl_info{name="startpoint_to_endpoint_class_of_the_critical_path",value="reg2reg"} 1
chip_impl_info{name="grt_setup_unrepaired",value="no"} 1
chip_impl_metric{name="grt_overflow",unit=""} 0
chip_impl_metric{name="initial_antenna_violation_count",unit=""} 69
chip_impl_metric{name="yosys_area",unit="um^2"} 169000
chip_impl_metric{name="post_cts.resized_instances",unit=""} 0
chip_impl_metric{name="hpwlAfterDp",unit="mm"} 522
chip_impl_metric{name="vdd_ir_drop_max",unit="mV"} 0.249
chip_impl_metric{name="largest_net_degree_at_the_start_of_global_routing",unit=""} 29
chip_impl_metric{name="drt_pass1_iterations",unit=""} 7
chip_impl_metric{name="ant_nets",unit=""} 0
chip_impl_metric{name="floorplan.die.width",unit="um"} 652
chip_impl_metric{name="parity_gate_share_of_the_synthesized_area_counting_xor_and_xnor_cells",unit=""} 0.113
chip_impl_metric{name="total_global_routing_track_utilization",unit=""} 0.299
chip_impl_metric{name="routed_via_density",unit=""} 5.09
chip_impl_metric{name="synth.yosys.num_cells",unit=""} 17200
chip_impl_metric{name="slowest_delay",unit="ns"} 0.70
chip_impl_metric{name="violation_count_after_the_first_detailed_routing_iteration",unit=""} 6952
chip_impl_info{name="tritoncts",value="yes"} 1
chip_impl_metric{name="globalplace.congestion",unit=""} 1.06
chip_impl_metric{name="ys_seq_frac",unit=""} 0.363
chip_impl_metric{name="power.leakage",unit="nW"} 84.2
chip_impl_metric{name="layout-drive-gt1-share",unit=""} 0.0598
chip_impl_metric{name="synthAdderAreaFrac",unit=""} 0.234
chip_impl_metric{name="pwr-share-clk",unit=""} 0.458
chip_impl_metric{name="htree_num_levels",unit=""} 5
chip_impl_metric{name="netlist_instances",unit=""} 17200
chip_impl_metric{name="fp_util",unit=""} 0.402
chip_impl_metric{name="worstSkewPairLatency",unit="ns"} 0.97
chip_impl_metric{name="final.fill_count",unit=""} 39600
chip_impl_metric{name="finalHoldViolCount",unit=""} 0
chip_impl_info{name="min-delay-path-class",value="reg2reg"} 1
chip_impl_metric{name="worst_slack",unit="ns"} 0.183
chip_impl_metric{name="postSynthAreaPerCell",unit="um^2"} 9.82
chip_impl_metric{name="synth_cell_area",unit="um^2"} 169000
chip_impl_metric{name="timing.reg2reg.worst_path_depth",unit=""} 8
chip_impl_metric{name="cp_data_required_time",unit="ns"} 7.39
chip_impl_info{name="critPathSlowestCell",value="dfxtp_1"} 1
-- through the flow --
stage / std cells / hold slack [ns] / utilization
global route: 23700 / 0.364 / 0.452
CTS: 23700 / 0.356 / 0.451
detailed placement: 23100 / 0.336 / 0.425
global placement: 23100 / 0.341 / 0.425
finish: 23800 / 0.357 / 0.452
floorplan: 17200 / 0.331 / -
-- per-layer routing --
| layer | GRT usage | wire length, um |
|---|---|---|
| met5 | 0.00532 | 210 |
| met4 | 0.141 | 37300 |
| met3 | 0.131 | 66600 |
| met2 | 0.433 | 258000 |
| met1 | 0.392 | 249000 |
-- power by group through the flow --
stage / Sequential (mW) / Clock [mW] / Combinational [mW]
final: 18.5 / 18.1 / 2.88
after global routing: 18.6 / 19.1 / 3.26
after CTS: 18.5 / 18.4 / 2.93
-- final timing paths --
kind,end,start
min,second_6_sobels[9].Sobel.abs_gy[0]$_DFF_P_,second_6_sobels[9].Sobel.gy[0]$_DFF_P_
max,outmatrix[2]$_DFFE_PP_,countout.counter[2]$_SDFF_NN0_
min reg2reg,second_6_sobels[9].Sobel.abs_gy[0]$_DFF_P_,second_6_sobels[9].Sobel.gy[0]$_DFF_P_
max reg2reg,outmatrix[2]$_DFFE_PP_,countout.counter[2]$_SDFF_NN0_
-- placed cells by master (no fill, tap or decap), drive strengths merged, types with 498 or more instances in the layout --
cell type and n:
xnor2 1635, ha 2144, edfxtp 520, xor2 539, dfxtp 2280, nor2 990, fa 633, o21ai 827
nor3 498, a21oi 617, nand2 1144, inv 1956
-- cell families after synthesis --
kind of cell    after synthesis
compound gates             2996
xor+xnor                   2174
fa+ha+maj                  2777
buf+inv                    2064
flops                      2800
mux                          12
simple gates               4392
-- area by class of cell --
class,instances,share of cell area
multi-input combinational,12400,0.527
sequential,2800,0.323
clock buffer,448,0.0488
inverter,1924,0.0380
tap,5640,0.0372
timing repair buffer,420,0.0169
clock inverter,143,0.00903
antenna,46,0.000606
-- synth_stat cells (108+ instances only) --
| cell | number | share of area |
|---|---|---|
| dfxtp_1 | 2280 | 0.27 |
| ha_1 | 2144 | 0.16 |
| inv_1 | 1925 | 0.043 |
| xnor2_1 | 1635 | 0.085 |
| nand2_1 | 1144 | 0.025 |
| nor2_1 | 990 | 0.022 |
| o21ai_0 | 825 | 0.024 |
| fa_1 | 633 | 0.075 |
| a21oi_1 | 615 | 0.018 |
| xor2_1 | 539 | 0.028 |
| edfxtp_1 | 520 | 0.092 |
| nor3_1 | 498 | 0.015 |
| nand2b_1 | 447 | 0.017 |
| nor2b_1 | 382 | 0.014 |
| a21o_1 | 376 | 0.017 |
| or3_1 | 274 | 0.010 |
| o31ai_1 | 144 | 0.0064 |
| o21a_1 | 143 | 0.0064 |
| a21boi_0 | 126 | 0.0056 |
| clkbuf_1 | 119 | 0.0026 |
| o21bai_1 | 109 | 0.0048 |
| nand3_1 | 108 | 0.0032 |
-- critical path: cells and delay by family (launching register included) --
family,cells,cell delay (ns)
compound gates,3,0.51
flops,1,0.70
simple gates,3,1.27
buf+inv,2,0.43
No activity file was given, so power comes from the tool's default toggle rates.
